==> design.v <==
module BtD(input [7:0] in, output [4:0] num1, num2);
	assign num1 = in / 10;
	assign num2 = in % 10;
endmodule
module Display( 
	input [7:0] num2, num1, num0,
	input [3:0] blank,
	input [1:0] mode,
	output [6:0] HEX5, HEX4, HEX3, HEX2, HEX1, HEX0
	);
	wire [4:0] secs_1, secs_2, mins_1, mins_2, hours_1, hours_2;
	BtD sec(.in(num0), .num1(secs_1), .num2(secs_2));
	BtD mins(.in(num1), .num1(mins_1), .num2(mins_2));
	BtD hours(.in(num2), .num1(hours_1), .num2(hours_2));
	SSeg ss0(.digit(secs_1), .enable(blank[1]), .SSEG(HEX1));
	SSeg ss1(.digit(secs_2), .enable(blank[1]), .SSEG(HEX0));
	SSeg ss2(.digit(mins_1), .enable(blank[2]), .SSEG(HEX3));
	SSeg ss3(.digit(mins_2), .enable(blank[2]), .SSEG(HEX2));
	SSeg ss4(.digit(hours_1), .enable(blank[3]), .SSEG(HEX5));
	SSeg ss5(.digit(hours_2), .enable(blank[3]), .SSEG(HEX4));
endmodule 
module SSeg( input [3:0] digit, input enable, output reg [6:0] SSEG);
	always@(*) begin 
		if(enable) SSEG = 7'b1111111;
		else case(digit)	
			4'd0: SSEG = 7'b1000000;
			4'd1: SSEG = 7'b1111001;
			4'd2: SSEG = 7'b0100100;
			4'd3: SSEG = 7'b0110000;
			3'd4: SSEG = 7'b0011001;
			4'd5: SSEG = 7'b0010010;
			4'd6: SSEG = 7'b0000010;
			4'd7: SSEG = 7'b1111000;
			4'd8: SSEG = 7'b0000000;
			4'd9: SSEG = 7'b0010000;
			default: SSEG = 7'b1111111;
		endcase
	end
endmodule
==> run.sh <==
#!/bin/bash
# OpenROAD 26Q1-2900-gdf79404cd8, Yosys 0.63+post, stock flow scripts
make -C /OpenROAD-flow-scripts/flow DESIGN_CONFIG=/design/flow/config.mk WORK_HOME=/design/flow/orfs finish
==> config.mk <==
export PLATFORM = sky130hd
export DESIGN_NAME = Display
export DESIGN_NICKNAME = Display
export VERILOG_FILES = /design/flow/design.v
export SDC_FILE = /design/flow/constraint.sdc
export NUM_CORES = 4
export LEC_CHECK = 1
export CORE_AREA = 10 10 103 103
export DIE_AREA = 0 0 113 113
==> constraint.sdc <==
current_design Display

set clk_period 6.8
set clk_io_pct 0.2

create_clock -name clk0 -period $clk_period

set non_clock_inputs [all_inputs -no_clocks]
set_input_delay [expr $clk_period * $clk_io_pct] -clock clk0 $non_clock_inputs
set_output_delay [expr $clk_period * $clk_io_pct] -clock clk0 [all_outputs]
==> notes.md <==
Synthesis and place-and-route results.

- The run finished with clean final reports.
- According to the floorplan log, the row count is 33.
- In this run, distinct cell masters in the synthesized netlist total 108.
- In this run the VDD rail shows a maximum IR drop of 0.0621 mV.
- The design has 0 sequential cells.
- Once routing completed, OpenROAD measured the worst setup slack at 106 ps.
- The layout filler cell count is 620.
- During synthesis, Yosys emitted a total of 7 warnings.
- Power spread over the standard cell area amounts to 130 nW/µm².
- The horizontal extent of the die is 113 µm.
- The area growth from synthesis to layout is 61.2%.
- The final cell count without fillers is 837.
- The pin count of the biggest net entering global routing is 17.
- Setup repair after global routing could not meet its margin everywhere.
- The critical path endpoint has a required time of 5440 ps.
- The first-pass GRT wire length is 19.7 mm.
- The area of all sequential standard cells is 0 µm².
- The largest driver fanout on the critical path is 7.
- The post-route clock period utilization is 98.4%.
- The post-placement worst setup slack is -594 ps.
- The height of the die is 113 µm.
- After synthesis, the cell types taking the most area are ha_1 11%, o21ai_0 6.0%, a21oi_1 5.5%, nand2_1 4.2%, nor2_1 4.1%.
- Per the GRT congestion report, total overflow comes to 0.
- In this run the mean area of a mapped cell was 7.03 µm².
- The number of pins exceeding their max-slew limit in the final report is 0.
- Note that the worst hold path type here is in2out.
- Across the run, the number of max-cap violations was 0.
- The fraction of the core area occupied by cells at floorplan is 45.2%.
- The total placed cells including tap cells is 799.
- The ratio of routed vias to standard cells is 5.64.
- The placement summary gives the final routability congestion estimate as 0.892.
- The transition time at the pin with the least slew margin is 564 ps.
- The cell type contributing the most total cell area after synthesis is ha_1.
- The portion of synthesized cell area occupied by the leading cell type is 11.3%.
- The number of OpenROAD warnings is 60.
- Counting instances, the worst hold path has a depth of 3.
- The slew check shows that the tightest pin keeps a relative margin of 62.3%.
- 72 I/O pins were placed.
- The share of cells above drive strength 1 is 40.2%.
- The capture endpoint of the worst hold path is HEX4[6].
- The worst setup path is launched from a primary input.
- Endpoints with negative setup slack in the final report add up to 0.
- For the worst min-delay path, the startpoint reported by OpenROAD is blank[3].
- The via count of the first global-routing pass is 4291.
- Summing every instance area after synthesis gives 3750 µm².
- The number of hold buffers added after cts is 0.
- STA classifies the critical path endpoint as an output port.
- The most instantiated library cell after synthesis is o21ai_0.
- The arrival time of data at the worst endpoint is listed as 5330 ps.
- The final-report hold violation count is 0.
- Port buffering added 69 buffers.
- The sequential area share after synthesis is 0%.
- 0 antenna diodes ended up in the layout.
- The DRC violation total left in the routed layout is recorded as 0.
- Sorting the synthesized cells by how often they occur yields 45 x o21ai_0, 42 x nand2_1, 41 x a21oi_1, 41 x nor2_1, 34 x ha_1.
- The average wire per cell in the routed design is 14.1 µm.
- The highest achievable clock rate is 149 MHz.
- The number of antenna violations at the first check in global routing came to 0.
- Synthesis handed over a netlist of 534 instances.
- Before antenna repair, the detailed router went through 4 iterations.
- For this block, the via count after detailed routing is 4721.
- The overall die size recorded for this design is 12800 µm².
- The chip area line in the Yosys stat output reads 3750 µm².
- The number of violations reported at the end of detailed-routing iteration 0 is 238.
- Wires add up to 11.8 mm.
- The leakage component of the power is 2.60 nW.
- The final antenna-violating net count is 0.
- By startpoint and endpoint, the worst setup path is classified as in2out.
- The clock buffer count in the final layout is 0.
- The post-synthesis cell count from yosys is 534.
- After layout, the minimum clock period comes to 6690 ps.
- The floorplan step defined a core boundary enclosing 8300 µm².
- Once detailed placement completed, the half-perimeter wirelength came to 8.82 mm.
- Global routing used 16.9% of the available tracks across all layers.
[metal layers]
layer	global-route usage [%]	routed length [µm]	up-vias
met3	1.12	448	2
met1	24.6	5800	2221
met4	0.508	8	0
met5	0	0	-
met2	28.2	5510	93
li1	-	-	2405
[cell families (layout without fill, tap and decap cells)]
| group | Yosys count | in the layout | share of synthesized area, % |
|---|---|---|---|
| compound gates | 222 | 222 | 43.7 |
| xor+xnor | 13 | 13 | 3.93 |
| fa+ha+maj | 39 | 39 | 12.7 |
| buf+inv | 72 | 270 | 9.77 |
| mux | 16 | 16 | 4.97 |
| simple gates | 172 | 172 | 24.8 |
[where the power goes]
group          switching [W]  total, W  internal, W
Combinational       0.000364  0.000786     0.000422
Clock                      0         0            0
Sequential                 0         0            0
[area by class of cell]
type / count / area, µm² / area share [%]
Timing Repair Buffer: 231 / 1930 / 31.9
Inverter: 39 / 153 / 2.52
Multi-Input combinational cell: 462 / 3830 / 63.4
Tap cell: 105 / 131 / 2.17
[placed cells by master (no fill, tap or decap), types with 4 or more instances in the layout]
master	Yosys	layout
nand3_1	15	15
a21oi_2	4	10
mux2_4	2	4
o211ai_1	6	6
ha_4	0	6
buf_4	4	155
a21o_1	13	13
o31ai_1	10	6
nor2b_1	4	4
maj3_2	2	4
nand2b_1	8	5
dlymetal6s2s_1	0	7
inv_1	32	25
o21ai_0	45	35
nor3_1	11	9
inv_2	7	12
o21ai_1	12	18
a21oi_1	41	35
o21ai_2	5	7
a211oi_1	6	5
xnor2_1	8	6
nand4_1	6	6
nor2_1	41	38
o21a_1	5	5
a31oi_1	5	4
nand2_1	42	41
dlygate4sd2_1	0	7
ha_2	0	6
a211o_1	5	5
ha_1	34	22
clkdlybuf4s50_1	0	52
buf_6	7	7
mux2i_1	10	9
[worst max path at each step]
| stage | from | endpoint | slack [ps] | depth (start not counted) |
|---|---|---|---|---|
| CTS | num2[5] | HEX4[4] | 7 | 21 |
| finish | num2[4] | HEX4[4] | 110 | 20 |
| global route | num2[5] | HEX4[4] | -110 | 21 |
[timing repair]
action / CTS / global route
pin swaps: 31 / 29
setup buffers: 27 / 13
endpoints found under the setup margin: 38 / 42
gates resized: 57 / 69
hold endpoints to repair: 0 / 0
[stage by stage]
stage	cell area, µm²	total power [W]	hold WS, ps	TNS (ps)	utilization [%]
CTS	5720	0.000732	3660	0	68.9
global route	6050	0.000861	3710	-374	72.9
finish	6050	0.000786	3630	0	72.9
global placement	5290	0.000664	3750	-7540	63.7
detailed placement	5290	0.000670	3750	-9170	63.7
floorplan	3750	0.000383	2760	0	-
[worst max-delay path, stage by stage]
cell	delay (ps)
clkdlybuf4s50_1	510
buf_6	140
nand4_1	130
a21boi_2	230
a221oi_4	70
buf_6	140
a211o_1	280
buf_4	150
a211oi_4	330
buf_4	170
o31ai_2	50
nor3b_4	180
a32oi_2	240
xor2_2	230
buf_4	140
ha_1	140
o21ai_2	60
or2_1	210
a21o_1	160
clkdlybuf4s50_1	400
Power figures rest on the tool's default switching activity, not on a simulated workload.
