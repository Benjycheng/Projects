$ cat ./config.mk
export PLATFORM = sky130hd
export DESIGN_NAME = Countdowntimer
export DESIGN_NICKNAME = Countdowntimer
export VERILOG_FILES = /design/flow/design.v
export SDC_FILE = /design/flow/constraint.sdc
export NUM_CORES = 4
export LEC_CHECK = 1
export CORE_AREA = 10 10 70 70
export DIE_AREA = 0 0 80 80
$ cat ./constraint.sdc
current_design Countdowntimer

set clk_period 3.4
set clk_io_pct 0.2

create_clock -name clk0 -period $clk_period [get_ports {clk}]
create_clock -name clk1 -period $clk_period [get_ports {pause}]

set non_clock_inputs [all_inputs -no_clocks]
set_input_delay [expr $clk_period * $clk_io_pct] -clock clk0 $non_clock_inputs
set_output_delay [expr $clk_period * $clk_io_pct] -clock clk0 [all_outputs]
$ cat ./design.v
module Countdowntimer(input clk, inc, reset, pause, output [7:0] secs, mins, hours);
	localparam N = 50_000_000;
	localparam BW = $clog2(N);
	wire plus_pulse;
	wire reset_pulse;
	wire pause_pulse;
	wire [ BW - 1 : 0] tick;
	Counter #(.MAX(N - 1), .WIDTH(BW))
		divider(.clk(clk), .enable(1'b1), .cnt(tick));
	cdt_Counter #(.MAX(59), .WIDTH(6), .UP(0))
		cs(.clk(clk), .enable(tick == 0), .plus(plus_pulse), .pause(pause_pulse), .reset(reset_pulse), .cnt(secs));
	cdt_Counter #(.MAX(59), .WIDTH(6), .UP(0))
		cm(.clk(clk), .enable(secs == 59 && tick == 0), .pause(pause_pulse), .reset(reset_pulse), .cnt(mins));
	cdt_Counter #(.MAX(23), .WIDTH(6), .UP(0))
		ch(.clk(clk), .enable(mins == 59 && secs == 59 && tick == 0), .pause(pause_pulse), .reset(reset_pulse), .cnt(hours));
	Fast_advance #(.LONG(5_000_000))
		pplus(.clk(clk), .in(inc), .out(plus_pulse));
	RisingEdgeDetector r(.clk(clk), .in(reset), .out(reset_pulse));
	Toggle t(.clk(clk), .in(pause), .out(pause_pulse));
endmodule 
module cdt_Counter 
	#(parameter MAX = 1, WIDTH = 1, UP = 1)(
	input clk,
	input reset,
	input pause,
	input enable,
	input plus,
	input minus,
	output reg [WIDTH - 1: 0] cnt
	);
	always @(posedge clk) begin
		if(reset) cnt <= 1'd0;
		if(pause) cnt <= cnt;
		else if(plus && !minus) cnt <= (cnt == MAX) ? 1'd0 : (cnt + 1'd1);
		else if(!plus && minus) cnt <= (cnt == 1'd0) ? MAX : (cnt - 1'd1);
		else if(plus && minus) cnt <= cnt;
		else if (enable && UP) cnt <= (cnt == MAX) ? 1'd0 : (cnt +1'd1);
		else if (enable && !UP) cnt <= (cnt == 1'd0) ? 1'd0 : (cnt - 1'd1);
	end
endmodule
module Fast_advance #(parameter LONG = 5)(
	input clk, 
	input in, 
	output out);
	localparam BWL = $clog2(LONG + 1);
	reg [BWL - 1 : 0] cl = 0, next_cl;
	always@ (posedge clk) begin
		cl <= next_cl;
	end
	always@ (*) begin
	if(in)begin
		if(cl == 0) begin
			next_cl = LONG;
		end
		else if(cl > 0) begin
			next_cl <= cl - 1;
		end
	end
	else
		next_cl = 0;
	end
	assign out = (cl == LONG);
endmodule
module RisingEdgeDetector(input clk, input in, output out);
	reg prev = 0;
	wire next_prev;
	always @(posedge clk)
		prev <= next_prev;
	assign next_prev = in;
	assign out = (!prev && in);
endmodule 
module Time(input clk, plus_pulse, minus_pulse, input [1:0] mode, output [7:0] secs, mins ,hours);
	localparam N = 50_000_000;
	localparam BW = $clog2(N);
	wire [BW - 1: 0]tick;
	Counter #(.MAX(N - 1), .WIDTH(BW))
		divider(.clk(clk), .enable(1'b1), .cnt(tick));
	Counter #(.MAX(59), .WIDTH(BW), .UP(1))
		cs(.clk(clk), .enable(tick == 0 && mode == 2'b00), .plus(plus_pulse && mode == 2'b01), .minus(minus_pulse && mode == 2'b01), .cnt(secs));
	Counter #(.MAX(59), .WIDTH(BW), .UP(1))
		cm(.clk(clk), .enable(secs == 59 && tick == 0 && mode == 2'b00), .plus(plus_pulse && mode == 2'b10), .minus(minus_pulse && mode == 2'b10), .cnt(mins));
	Counter #(.MAX(23), .WIDTH(BW), .UP(1))
		ch(.clk(clk), .enable(secs == 59 && mins == 59 && tick == 0 && mode == 2'b00), .plus(plus_pulse && mode == 2'b11), .minus(minus_pulse && mode == 2'b11), .cnt(hours));
endmodule
module Counter 
	#(parameter MAX = 1, WIDTH = 1, UP = 1)(
	input clk,
	input reset,
	input pause,
	input enable,
	input plus,
	input minus,
	output reg [WIDTH - 1: 0] cnt
	);
	always @(posedge clk) begin
		if(reset) cnt <= 1'd0;
		else if(pause) cnt <= cnt;
		else if(plus && !minus) cnt <= (cnt == MAX) ? 1'd0 : (cnt + 1'd1);
		else if(!plus && minus) cnt <= (cnt == 1'd0) ? MAX : (cnt - 1'd1);
		else if(plus && minus) cnt <= cnt;
		else if (enable && UP) cnt <= (cnt == MAX) ? 1'd0 : (cnt +1'd1);
		else if (enable && !UP) cnt <= (cnt == 1'd0) ? MAX : (cnt - 1'd1);
	end
endmodule
module Toggle (input clk, in, output reg out);
	always @(posedge in)
		if (in) out <= !out;
endmodule
$ cat ./run.sh
#!/bin/bash
# OpenROAD 26Q1-2900-gdf79404cd8, Yosys 0.63+post, stock flow scripts
make -C /OpenROAD-flow-scripts/flow DESIGN_CONFIG=/design/flow/config.mk WORK_HOME=/design/flow/orfs finish
==> results.json <==
{
  "status": "completed",
  "crit_arrival_ns": 1.18,
  "num_rows": 21,
  "cts.path.max_buffers": 2,
  "met1_usage_pct": 2.183,
  "n_antenna_cell": 0,
  "antenna_found_initial": 0,
  "die_y_um": 80,
  "cts_tree": "done",
  "cp-start-kind": "flop",
  "crit_slowest_cell": "clkdlybuf4s50_1",
  "fp.coreArea_um2": 3416,
  "yosys_area_um2": 474.2,
  "fp_util_pct": 13.88,
  "grtUsageTotal_pct": 2.523,
  "routed_wl_um": 811,
  "final-hold-violation-count": 0,
  "path_delay_family": "buffers and inverters",
  "final_common_cell": "conb_1",
  "die_w_um": 80,
  "design_area_um2": 543.0,
  "clockRootBuffer": "clkbuf_4",
  "place_ws_ns": 1.786,
  "io_pins": 28,
  "post-route-util_pct": 15.90,
  "rsz0062_at_grt": "no",
  "yosysUniqueCellTypes": 13,
  "die_area_um2": 6400,
  "place_congestion": 0.7392,
  "cpPeakStageDelay_ns": 0.50,
  "cp.buffers_inverters": 1,
  "avgViaCountPerCell": 2.604,
  "ys_sh_simple_pct": 12.14,
  "adder_share_pct": 5.277,
  "dp.final_hpwl_um": 723.9,
  "nFillCells": 394,
  "synth_flops": 7,
  "first_global_vias": 303,
  "tool_warnings": 30,
  "firstDrtPassIters": 3,
  "hold_depth": 1,
  "min_path_type": "reg -> reg",
  "synth_seq_share_pct": 42.22,
  "ir_drop_v": 0.00009279,
  "syn_area_um2": 474.2,
  "grt_use_met3_pct": 3.068,
  "crit_type": "reg -> out",
  "reg2reg_depth": 5,
  "syn_to_final_growth_pct": 14.51,
  "p_per_area_nw_per_um2": 287.7,
  "dr_total_vias": 263,
  "setup_viol": 0,
  "fin_tns_setup_ns": 0,
  "avgSynthCellArea_um2": 10.09,
  "antenna_left": 0,
  "synthCells": 47,
  "hold_end": "cs.cnt[0]",
  "path_cells": "clkdlybuf4s50_1",
  "top_cell_area_share_pct": 37.99,
  "wl_per_cell_um": 8.030,
  "cts_max_level": 1,
  "mux_area_share_pct": 3.166,
  "drive_above_1_share_pct": 9.091,
  "dpl_cell_area_um2": 520.5,
  "p_leak_nw": 0.2166,
  "ys_sh_aoi_pct": 0,
  "critPathCaptureType": "output pin",
  "route.detailed.drc": 0,
  "synthTopCellsByArea": "edfxtp_1 38%, buf_4 28%, nor2_1 6.3%",
  "cp_max_fo": 5,
  "clock_skew_ns": 0.003737,
  "lay_top_cells": "18 x conb_1, 8 x nor2_1, 6 x edfxtp_1, 6 x clkdlybuf4s50_1",
  "grt_pass1_wl_mm": 1.276,
  "port_buffers": 6,
  "r2r_end": "cs.cnt[4]",
  "ys_top_logic_family": "buffers and inverters",
  "cp.required_ns": 2.72,
  "hold_start": "t.out",
  "drv_slew": 0,
  "path_clk_slew_ns": 0.04,
  "grt_max_degree": 8,
  "ys_cells": 47,
  "p_total_uw": 156.2,
  "top_area_cell": "edfxtp_1",
  "synth-xor-area-share_pct": 5.541,
  "ys_warn_count": 18,
  "maxCapViolCount": 0,
  "cts_resized": 0,
  "flop_area_um2": 200.2,
  "reg2reg_from": "cs.cnt[0]",
  "logic_area_um2": 191.4,
  "grt-busiest-layer": "met2",
  "use_met2_pct": 3.772,
  "setup_ws_ns": 1.545,
  "cts_inserted_buffers": 3,
  "ctsHoldBuffers": 0,
  "grt_overflow": 0,
  "drt_iter0_drc": 22,
  "postCtsSetupBuffers": 0,
  "r2r_slack_ns": 1.98
}
[worst max-delay path by stage]
stage                 slack, ns      start  cells after the start      end
after CTS                  1.52  cs.cnt[2]                      1  secs[2]
final                      1.54  cs.cnt[2]                      1  secs[2]
after global routing       1.46  cs.cnt[2]                      1  secs[2]
[cell usage after synthesis]
master    number
buf_4         18
nor2_1         8
edfxtp_1       6
inv_1          3
xnor2_1        3
ha_1           2
and3_1         1
conb_1         1
dfxtp_1        1
mux2_4         1
nand2_1        1
nor3_2         1
nor3b_1        1
[kinds of logic (layout without fill, tap and decap cells)]
logic type,count (synthesis),count (layout)
XOR/XNOR,3,3
adder cells (fa/ha/maj),2,2
multiplexers,1,1
buffers and inverters,21,12
flip-flops,7,7
other,1,18
AND/OR/NAND/NOR,12,12
[where the power goes]
part / switching, mW / internal, mW / total, mW
registers: 0 / 0.0924 / 0.0924
logic: 0.00105 / 0 / 0.00105
clock network: 0.0230 / 0.0397 / 0.0627
total: 0.0241 / 0.132 / 0.156
[per-layer routing]
| layer | part of all wire [%] | vias to the layer above |
|---|---|---|
| met5 | 0 | - |
| met4 | 0.74 | 0 |
| met3 | 19 | 2 |
| met2 | 45 | 20 |
| met1 | 36 | 112 |
| li1 | - | 129 |
[layout make-up]
class                           count  share of cell area, %
Multi-Input combinational cell     36                  35.25
Clock buffer                        3                  4.147
Inverter                            3                  2.074
Sequential cell                     7                  36.87
Timing Repair Buffer                6                  11.06
Tap cell                           46                  10.60
[through the flow]
stage,hold slack [ns],cells
final,0.3580,101
after global routing,0.3876,101
after detailed placement,0.5033,98
after CTS,0.3536,101
after global placement,0.4991,98
after floorplan,0.4591,64
[state kept, by name, summed over array words and instances (netlist names)]
name,count
t.out,1
cs.cnt,6
Power figures rest on the tool's default switching activity, not on a simulated workload.
